## flow/config.mk

```make
export PLATFORM = sky130hd
export DESIGN_NAME = clooka
export DESIGN_NICKNAME = clooka
export VERILOG_FILES = /design/flow/design.v
export SDC_FILE = /design/flow/constraint.sdc
export NUM_CORES = 4
export LEC_CHECK = 1
export CORE_AREA = 10 10 70 70
export DIE_AREA = 0 0 80 80
```

## flow/constraint.sdc

```tcl
current_design clooka

set clk_period 3.0
set clk_io_pct 0.2

create_clock -name clk0 -period $clk_period

set non_clock_inputs [all_inputs -no_clocks]
set_input_delay [expr $clk_period * $clk_io_pct] -clock clk0 $non_clock_inputs
set_output_delay [expr $clk_period * $clk_io_pct] -clock clk0 [all_outputs]
```

## flow/design.v

```verilog
`timescale 1ns / 1ps
module clooka(s, c, a,b,cin);
input [3:0]a;
input [3:0]b;
input cin;
output [3:0]s;
output c;
wire p0,p1,p2,p3,g0,g1,g2,g3;
wire c1,c2,c3,c4;
assign
p0=a[0]^b[0],
p1=a[1]^b[1],
p2=a[2]^b[2],
p3=a[3]^b[3],
g0=a[0]&b[0],
g1=a[1]&b[1],
g2=a[2]&b[2],
g3=a[3]&b[3];
assign
c1=g0|(p0&cin),
c2=g1|(p1&(g0|(p0&cin))),
c3=g2|(p2&(g1|(p1&(g0|(p0&cin))))),		
c4=g3|(p3&(g2|(p2&(g1|(p1&(g0|(p0&cin)))))));
assign
s[0]=p0^cin,
s[1]=p1^c1,
s[2]=p2^c2,
s[3]=p3^c3,
c=c4;
endmodule
```

## flow/run.sh

```bash
#!/bin/bash
# OpenROAD 26Q1-2900-gdf79404cd8, Yosys 0.63+post, stock flow scripts
make -C /OpenROAD-flow-scripts/flow DESIGN_CONFIG=/design/flow/config.mk WORK_HOME=/design/flow/orfs finish
```

==> results.yml <==
# flow metrics
grt:
  grt.total_usage_pct: 1.415
  antenna_found_initial: 0
  grt_pass1_vias: 149
  grt-ovfl-total: 0
  grt_pass1_wl_um: 717
  grt_max_degree: 2
die:
  dieArea_um2: 6400
  num_rows: 21
  fp_util_pct: 3.443
  ios: 14
  fp.coreArea_um2: 3416
  die_h_um: 80
  die_w_um: 80
yosys:
  synth_area_um2: 117.6
  netlist_instances: 14
  ys_types: 2
  top_area_share_pct: 68.09
  ys_warn_count: 0
  ys_seq_share_pct: 0
  synthTopCellsByCount: "inv_1, fa_1"
  synth_area_leader_cell: "fa_1"
  synth.avg_cell_area_um2: 8.401
  synthMostInstantiatedCell: "inv_1"
  yosys_cells: 14
  ys_area_um2: 117.6
  area_leaders: "fa_1, inv_1"
worst_setup_path:
  critPathArrivalTime_ns: 2.31
  crit_slowest_cell: "fa_2"
  crit_path_end_kind: "primary output"
  cpPeakStageDelay_ns: 0.43
  startpoint_type: "input pin"
  critPathRequiredTime_ns: 2.40
  critPathMaxFanout: 1
  worstSetupPathType: "input pin to primary output"
  path_cells: "buf_2 -> inv_2 -> fa_2 -> inv_2 -> fa_2 -> fa_2 -> inv_2 -> fa_2 -> inv_2 -> buf_2"
timing:
  setup_ws_ns: 0.09258
  tightest_slew_ns: 0.09667
  rsz0062_at_grt: "no"
  finalHoldViolations: 0
  slew_viol_final: 0
  relSlewSlack_pct: 93.54
  period_used_pct: 96.91
  setup_viol: 0
  min_period_ns: 2.907
  fmax_ghz: 0.3439
place:
  place_ws_ns: -0.7413
  io_buffers: 14
  place.gp.congestion: 0.7793
  hpwlAfterDp_um: 460.7
routing:
  antenna_cells: 0
  postRouteAntennaNets: 0
  drc_errors: 0
  dr.first_iter.drc_count: 0
  num_vias: 133
  vias_per_cell: 1.797
  wl_um: 472
  drt-pass1-iter-count: 1
  avgRoutedWirePerCell_um: 6.378
layout:
  final_layout_size_suffix_gt1_share_pct: 50.00
  area.sequential_um2: 0
  clock_buffers: 0
  seq_cells: 0
  area_delta_synth_final_pct: 155.3
worst_hold_path:
  min_path_type: "input pin to primary output"
  hold_path.startpoint: "a[0]"
  holdPathStages: 5
  hold_end: "s[0]"
clocking:
  ctsHoldBuffers: 0
  cts_setup_buffers: 0
power:
  clockPowerShare_pct: 0
  net-switching-power_uw: 15.52
  total_power_uw: 43.86
  switching_share_pct: 35.38
  power_density_nw_per_um2: 146.1
  p_comb_share_pct: 100.0
  p_leak_nw: 0.1330
  p_seq_share_pct: 0
  internal_power_uw: 28.34
  ir_drop_uv: 41.68
flow_run:
  warning_count: 32
  cap_violations: 0
outcome:
  status: "finished, final reports clean"
==> cell families after synthesis <==
| kind of cell | share of synthesized area [%] |
|---|---|
| buf+inv | 31.92 |
| fa+ha+maj | 68.09 |
==> per-stage QoR <==
stage                     cell area [µm²]  setup TNS (ns)  cells  util, %  hold WS [ns]
final                               300.3               0     74    8.791         1.976
after global routing                300.3               0     74    8.791         2.011
after CTS                           300.3               0     74    8.791         1.992
after detailed placement            315.3          -1.633     74    9.231         2.268
after global placement              315.3          -1.447     74    9.231         2.241
after floorplan                     117.6               0     14        -         1.307
==> worst max-delay path by stage <==
stage | from | to | cells past startpoint
final | b[0] | s[3] | 10
after global routing | cin | s[3] | 10
after CTS | b[0] | s[3] | 10
==> power groups by stage <==
stage / clock, mW / sequential (mW) / combinational, mW
6_report: 0 / 0 / 0.0439
5_1_grt: 0 / 0 / 0.0508
4_1_cts: 0 / 0 / 0.0462
==> critical path, delay by kind of cell <==
family / cells / cell delay, ns
fa+ha+maj: 4 / 1.31
buf+inv: 6 / 0.39
==> final cells by class <==
type / count / area [µm²]
multi-input cells: 4 / 90.09
repair buffers: 14 / 115.1
well taps: 46 / 57.56
inverters: 10 / 37.54
fillers: 406 / 3115
==> placed cells by master (no fill, tap or decap) <==
cell,netlist,layout
inv_1,10,4
fa_2,0,4
dlygate4sd2_1,0,4
clkdlybuf4s50_1,0,6
buf_2,0,4
inv_2,0,6
==> layer usage <==
metal  up-vias  part of all wire [%]  global-route usage [%]
li1         60                     -                       -
met1        60                    53                   2.004
met2        13                    33                   2.087
met3         0                    13                  0.5682
met4         0                     0                       0
met5         -                     0                       0
==> repair_timing <==
action / in CTS / in global routing
pin swaps: 4 / 4
hold endpoints to repair: 0 / 0
setup endpoints to repair: 4 / 1
resized: 25 / 1
cloned: 0 / 0
Power figures rest on the tool's default switching activity, not on a simulated workload.
